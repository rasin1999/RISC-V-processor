`design/flow/run.sh`:
```
#!/bin/bash
# OpenROAD 26Q1-2900-gdf79404cd8, Yosys 0.63+post, stock flow scripts
make -C /OpenROAD-flow-scripts/flow DESIGN_CONFIG=/design/flow/config.mk WORK_HOME=/design/flow/orfs finish
```
`design/flow/config.mk`:
```
export PLATFORM = sky130hd
export DESIGN_NAME = regfile
export DESIGN_NICKNAME = regfile
export VERILOG_FILES = /design/flow/design.v
export SDC_FILE = /design/flow/constraint.sdc
export NUM_CORES = 4
export LEC_CHECK = 1
export CORE_UTILIZATION = 50
```
`design/flow/constraint.sdc`:
```
current_design regfile

set clk_period 7.4
set clk_io_pct 0.2

create_clock -name clk0 -period $clk_period [get_ports {clk}]

set non_clock_inputs [all_inputs -no_clocks]
set_input_delay [expr $clk_period * $clk_io_pct] -clock clk0 $non_clock_inputs
set_output_delay [expr $clk_period * $clk_io_pct] -clock clk0 [all_outputs]
```
`design/flow/design.v`:
```
module regfile(
	input  clk,
	input  we3,
	input  [ 4:0] a1, a2, a3,
	input  [31:0] wd3,
	output  [31:0] rd1, rd2);
	reg [31:0] rf[31:0];
	always @(posedge clk) begin 
		if (we3) 
			rf[a3] <= wd3;
	end
	assign rd1 = (a1 != 0) ? rf[a1] : 0;
	assign rd2 = (a2 != 0) ? rf[a2] : 0;
endmodule
```
==> run notes <==
impl run done, here's what came out: status complete, no violations, routed vias 26,800, Netlist cell types 40, wire per inst 38.4 um, Yosys Chip Area 47,000 um2, synth warn 1, setup TNS 0 ns, Clock Tree Root clkbuf_16, First DRT Iteration DRCs 1,840, FMAX 0.152 GHz, Hold Buf Count CTS 0, worst setup path end rd2[12], M2 GR Usage 48.6%, Power Dens Cells 241 nW/um2, Sw Ratio 22.9%, Clock Sinks 1,024, worst-path maximum fanout 22, Hold Path Class input port to flip-flop, area grow syn2layout 14.2%, DRC viols 0, RSZ-0062 raised after global routing false, initial antenna violation count 5, DP Area 50,200 um2, Post-DP HPWL approximately 90 mm, fin cells 3,902, first-pass GRT wire length 213 mm, Syn Std Cell Area 47,000 um2, total track usage 36.4%, IO Pins 113, core area 93,200 um2, Clock Power Share between 40% and 50%, Vert. Die Dim 308 um, met1 Use GR 42.3%, Slew headroom 30.3%, pin count of the biggest net entering global routing 77, max reg flops between 1,000 and 1,500, Pins Over Slew Limit 0, CTS tree yes, Top Usage Layer GRT met2, Layout Cell Area excl Fill 53,600 um2, internal power contribution about 10 mW, Flop pwr share 50.1%, final-report setup violation count 0, Final Hold Fails 0, placer congestion estimate 0.914, ys flops 1,024, post-route ant nets 0, Leak Pwr 17.2 nW, clk buf depth 3, H-Tree Depth 3, Arr. time, crit path 5.08 ns, Worst VDD drop 196 uV, layout cells sized above 1 29.5%, Final min period 6.56 ns, Die X roughly 300 um, crit path capture type output port, PortBufs 112, post-placement cell count around 3,700, Worst setup SP type input port, via/cell ratio 6.87, die area 95,200 um2, combinational power share 9.2%, PostCTS Resize Cnt 0, top flop regs rf: 1024 flops, final WL 150 mm, crit path launch a2[3], Storage cell area 30,700 um2, Comb area 15,400 um2, Sw Pwr 2.97 mW, final worst-path cycle share 88.6%, Max-cap violations 0, min-delay src wd3[2], Starting Density just over 50%, tool warnings 26, postcts setup bufs 0, actual slew at the worst max-slew pin 1.04 ns, clock transition at the registers of the reported paths 0.06 ns, DRT Pass-1 Iters 5, critical path class input port to output port, Synth Instances between 2,000 and 2,500, # Cells Yosys 2,400, Post-synth seq share 65.5%, Largest Register rf, GRT overflow 0, Fillers around 6,700, Crit path required time ~6 ns, number of global-route vias before repair 30,100, CTS buffer count 108, GR Util met3 between 30% and 40%, Syn Area/Cell 19.6 um2, cell row count around 110
## cells in the mapped netlist (all sizes together)
cell / n / share of area [%]
a2111oi: 31 / 0.58
a211o: 23 / 0.43
a211oi: 47 / 0.75
a21boi: 1 / 0.016
a21oi: 46 / 0.49
a221o: 1 / 0.021
a221oi: 23 / 0.43
a22o: 62 / 1.2
a32o: 9 / 0.19
and2: 13 / 0.17
and3: 1 / 0.013
and4: 1 / 0.019
buf: 97 / 1.3
clkbuf: 104 / 0.83
edfxtp: 1024 / 65
inv: 25 / 0.20
mux2: 24 / 0.58
mux2i: 183 / 3.9
mux4: 425 / 20
nand2: 65 / 0.52
nand2b: 3 / 0.040
nand3: 4 / 0.043
nand3b: 7 / 0.11
nor2: 35 / 0.28
nor2b: 8 / 0.11
nor3: 33 / 0.36
nor4: 9 / 0.12
nor4b: 1 / 0.032
o211ai: 1 / 0.016
o221ai: 31 / 0.58
o22a: 1 / 0.019
o22ai: 55 / 0.73
or3: 2 / 0.027
or3b: 5 / 0.093
## final cells by class
class	count	area share (%)
inverters	25	0.180
flip-flops and latches	1024	57.3
clock inverters	67	1.10
well taps	1254	2.92
repair buffers	252	4.49
clock buffers	128	5.26
multi-input cells	1150	28.7
diodes	2	0.00933
## placed cells by master (no fill, tap or decap), drive strengths merged, types with 49 or more instances in the layout
cell type	Yosys	layout
buf	97	147
mux4	425	425
nand2	65	65
clkinv	0	49
clkbuf	104	128
clkdlybuf4s50	0	105
a22o	62	62
o22ai	55	55
mux2i	183	183
edfxtp	1024	1024
## critical path, cell delays in order
cell and delay, ns:
clkdlybuf4s50_1 0.65, or3_2 0.90, buf_4 0.37, o221ai_1 0.18, a211oi_1 0.07, nor3_1 0.63
buf_4 0.29, clkdlybuf4s50_1 0.48
## power groups by stage
stage / Combinational (mW) / Clock, mW / Sequential (mW)
final: 1.19 / 5.28 / 6.48
after global routing: 1.26 / 5.53 / 6.49
after CTS: 1.18 / 5.32 / 6.48
## metal layers
metal | part of all wire [%] | up-vias
met4 | 3.9 | 14
met5 | 0.41 | -
met2 | 44 | 2268
li1 | - | 10800
met1 | 29 | 13400
met3 | 22 | 358
## worst min path at each step
stage | to | slack, ns | depth (start not counted)
4_1_cts | rf[6][2] | 1.58 | 2
5_1_grt | rf[7][2] | 1.63 | 2
6_report | rf[7][2] | 1.61 | 2
## cell families (layout without fill, tap and decap cells)
family          count (synthesis)  after routing  share of synthesized area (%)
flops                        1024           1024                           65.5
compound gates                331            331                           5.41
other cells                     0              2                              0
mux                           632            632                           24.9
simple gates                  187            187                           1.94
buf+inv                       226            472                           2.31
## through the flow
| step | total power, mW | utilization, % | setup slack [ns] | hold slack [ns] |
|---|---|---|---|---|
| finish | 13.0 | 57.6 | 0.840 | 1.61 |
| global placement | 7.77 | 53.9 | 0.967 | 2.31 |
| floorplan | 7.22 | - | 2.87 | 1.58 |
| CTS | 13.0 | 57.6 | 0.904 | 1.58 |
| global route | 13.3 | 57.6 | 0.631 | 1.63 |
| detailed placement | 7.78 | 53.9 | 0.915 | 2.32 |
No activity file was given, so power comes from the tool's default toggle rates.
