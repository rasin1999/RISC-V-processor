`flow/constraint.sdc`:
```
current_design alu

set clk_period 10.9
set clk_io_pct 0.2

create_clock -name clk0 -period $clk_period

set non_clock_inputs [all_inputs -no_clocks]
set_input_delay [expr $clk_period * $clk_io_pct] -clock clk0 $non_clock_inputs
set_output_delay [expr $clk_period * $clk_io_pct] -clock clk0 [all_outputs]
```
`flow/design.v`:
```
module alu(
	input logic [31:0] a,
	input logic [31:0] b,
	input logic [3:0] alucontrol,  
	output logic [31:0] result,
	output logic [3:0] flags);  
	logic [31:0] condinvb, sum;
	logic v, c, n, z;  
	logic cout;  
	logic isAdd;  
	logic isSub;  
	assign flags = {v, c, n, z};
	assign condinvb = alucontrol[0] ? ~b : b;
	assign {cout, sum} = a + condinvb + alucontrol[0];
	assign isAddSub = ~alucontrol[3] & ~alucontrol[2] & ~alucontrol[1] | ~alucontrol[3] & ~alucontrol[1] & alucontrol[0];
	always @(*) begin 
		case (alucontrol)
			4'b0000: result = sum;  
			4'b0001: result = sum;  
			4'b0010: result = a & b;  
			4'b0011: result = a | b;  
			4'b0100: result = a ^ b;  
			4'b0101: result = sum[31] ^ v;  
			4'b1001: result = !c;
			4'b0110: result = a << b[4:0];  
			4'b0111: result = a >> b[4:0];  
			4'b1000: result = $signed(a) >>> b[4:0];  
			default: result = 32'bx;
		endcase
	end 
	assign z = (result == 32'b0);
	assign n = result[31];
	assign c = cout & isAddSub;
	assign v = ~(alucontrol[0] ^ a[31] ^ b[31]) & (a[31] ^ sum[31]) & isAddSub;
endmodule
```
`flow/run.sh`:
```
#!/bin/bash
# OpenROAD 26Q1-2900-gdf79404cd8, Yosys 0.63+post, stock flow scripts
make -C /OpenROAD-flow-scripts/flow DESIGN_CONFIG=/design/flow/config.mk WORK_HOME=/design/flow/orfs finish
```
`flow/config.mk`:
```
export PLATFORM = sky130hd
export DESIGN_NAME = alu
export DESIGN_NICKNAME = alu
export VERILOG_FILES = /design/flow/design.v
export SDC_FILE = /design/flow/constraint.sdc
export NUM_CORES = 4
export LEC_CHECK = 1
export CORE_UTILIZATION = 30
```
==> results.toml <==
# synthesis and place-and-route metrics
[status]
status = "finished, final reports clean"

[synthesis]
ys_chip_area_mm2 = 0.00873
ys_cells = 1224
yosysTopAreaCell = "ha_1"
syn_area_mm2 = 0.00873
top_cell_area_share_pct = 13.9
seq_area_frac_synth_pct = 0
ys_top_cells_by_area = "ha_1, mux4_2, mux2i_1"
yosysUniqueCellTypes = 94
synth_cells = 1224
syn_area_per_cell_um2 = 7.13
top_cell = "nand2_1"
synth_warnings = 2
synth.top_cells.by_count = "nand2_1, ha_1, nor2_1"

[global_route]
grt_pass1_wl_mm = 64.2
antenna_found_initial = 0
grt_max_degree = 60
grt-ovfl-total = 0
first_global_vias = 9496
grt_usage_pct = 28.9

[drt]
drt-initial-drc-count = 1195
insertedDiodeCount = 0
wl_per_cell_um = 26.5
wirelength_mm = 43.6
dr.pass1.iters = 6
drt-vias-per-instance = 6.25
ant_nets = 0
drc = 0
vias = 10300

[timing]
drv_slew = 0
rsz0062_at_grt = "no"
finalSetupViolations = 0
slew_headroom_pct = 20.7
fin_tns_setup_ns = 0
fin_hold_ws_ns = 5.34
worst_slew_pin_slew_ns = 1.17
finalClockPeriodUsage_pct = 83.8
min_period_ns = 9.14
finalHoldViolations = 0
fmax_ghz = 0.109

[floorplan]
chipArea_mm2 = 0.0298
rows = 62
ios = 104
die_h_um = 173
core_mm2 = 0.0287
fp_util_pct = 30.4
dieWidth_um = 173

[power]
p_leak_nw = 4.11
power_density_mw_per_mm2 = 64.6
power_frac_comb_pct = 100.0
pwr-share-seq_pct = 0
power_switching_mw = 0.384
ir_worst_vdd_uv = 29.4
p_int_mw = 0.263
clock_power_share_pct = 0
p_sw_share_pct = 59.3

[job]
tool_warnings = 66
maxCapViolations = 0

[cells_and_area]
regArea_um2 = 0
seq_cells = 0
nClkBuffers = 0
design_area_mm2 = 0.0100
drive_gt1_share_pct = 10.3
syn_to_final_growth_pct = 14.6

[critical_path]
start_kind = "primary input"
worstSetupEndpointType = "output port"
worstPathArrival_ns = 6.96
startpoint = "b[4]"
timing.critical_path.to = "flags[0]"
worstSetupPathType = "primary input to output port"
crit_fanout = 30
cp.required_ns = 8.72

[clock_network]
post-cts-setup-buffers = 0
ctsHoldBuffers = 0
post_cts_resized = 0

[placed_design]
hpwl_mm = 34.4
io_buffers = 104
placed_area_mm2 = 0.0100
gp_congestion = 1.05

[min_path]
hold_class = "primary input to output port"
-- per-stage QoR --
| step | instances | setup slack [ns] | util (%) | total power [mW] |
|---|---|---|---|---|
| final | 1643 | 1.76 | 34.9 | 0.647 |
| after detailed placement | 1643 | 1.89 | 34.9 | 0.631 |
| after global routing | 1643 | 1.49 | 34.9 | 0.692 |
| after global placement | 1643 | 1.85 | 34.9 | 0.637 |
| after CTS | 1643 | 1.88 | 34.9 | 0.635 |
| after floorplan | 1224 | 2.23 | - | 0.380 |
-- routing by layer --
| layer | routed length [um] | track usage, % | vias up |
|---|---|---|---|
| met3 | 3530 | 3.54 | 54 |
| met4 | 820 | 4.65 | 0 |
| met1 | 19800 | 43.9 | 4990 |
| met5 | 0 | 0 | - |
| li1 | - | - | 4682 |
| met2 | 19400 | 44.6 | 547 |
-- worst max-delay path, cell delays in order --
cell and delay [ns]:
clkdlybuf4s50_1 0.46, buf_4 0.38, xor2_1 0.13, ha_1 0.40, o211ai_1 0.14, o21ai_1 0.32, nand4b_1 0.38, and4_1 0.35
o31ai_1 0.41, or4b_1 0.18, nand3_1 0.09, or4_1 0.49, nor4_1 0.39, and2_1 0.20, clkdlybuf4s50_1 0.45
-- worst min-delay path by stage --
stage	to	startpoint	cells after the start
final	result[9]	b[3]	4
after global routing	result[9]	b[3]	4
after CTS	result[9]	b[3]	4
-- power by group through the flow --
stage	registers, mW	clock network (mW)	logic [mW]
finish	0	0	0.647
global route	0	0	0.692
CTS	0	0	0.635
-- layout by cell type, fill, tap and decap left out, types with 23 or more instances in the layout --
cell type / count
nand2_1: 124
nand3_1: 31
mux2_2: 31
nor3_1: 26
a22oi_1: 29
mux2i_1: 62
o21ai_0: 61
o211ai_1: 26
inv_1: 80
clkdlybuf4s50_1: 99
a21oi_1: 71
ha_1: 97
mux4_2: 29
nor2_1: 95
buf_4: 32
a211oi_1: 23
xor2_1: 40
-- cell type report --
cell class | instances | area, um2
fillers | 3073 | 18700
multi-input cells | 1045 | 7980
repair buffers | 134 | 1250
well taps | 384 | 480
inverters | 80 | 300
-- logic make-up (layout without fill, tap and decap cells) --
kind of cell,Yosys count,in the layout,synth area share (%)
AND-OR/OR-AND,379,379,30.4
XOR/XNOR,54,54,5.50
adder cells (fa/ha/maj),99,99,14.2
buffers and inverters,179,214,9.01
multiplexers,126,126,19.1
AND/OR/NAND/NOR,387,387,21.7
No activity file was given, so power comes from the tool's default toggle rates.
